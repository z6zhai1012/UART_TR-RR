`flow/design.v`:
```
module uart_rx_ref
#(
	parameter	integer	BPS		= 9_600		,		 
	parameter 	integer	CLK_FRE	= 50_000_000		 
)	
(	
	input 				sys_clk			,			 
	input 				sys_rst_n		,			 
	input 				uart_rxd		,			 
	output reg 			uart_rx_done	,			 
	output reg [7:0]	uart_rx_data				 
);
localparam	integer	BPS_CNT = CLK_FRE / BPS;		 
reg 			uart_rx_d1		;					 
reg 			uart_rx_d2		;					 
reg 			uart_rx_d3		;					 
reg [31:0]		clk_cnt			;					 
reg [3:0]  		bit_cnt			;					 
reg 			rx_en			;					 
reg [7:0]		uart_rx_data_reg;					 
wire 			neg_uart_rxd	;					 
assign	neg_uart_rxd = uart_rx_d3 & (~uart_rx_d2);	 
always@(posedge sys_clk or negedge sys_rst_n)begin
	if(!sys_rst_n)begin
		uart_rx_d1 <= 1'b0;
		uart_rx_d2 <= 1'b0;
		uart_rx_d3 <= 1'b0;
	end
	else begin
		uart_rx_d1 <= uart_rxd;
		uart_rx_d2 <= uart_rx_d1;
		uart_rx_d3 <= uart_rx_d2;
	end		
end
always@(posedge sys_clk or negedge sys_rst_n)begin
	if(!sys_rst_n)
		rx_en <= 1'b0;
	else begin 
		if(neg_uart_rxd )								
			rx_en <= 1'b1;
		else if((bit_cnt == 4'd9) && (clk_cnt == BPS_CNT >> 1'b1) && (uart_rx_d3 == 1'b1) )
			rx_en <= 1'b0;
		else 
			rx_en <= rx_en;			
	end
end
always@(posedge sys_clk or negedge sys_rst_n)begin
	if(!sys_rst_n)begin
		uart_rx_done <= 1'b0;
		uart_rx_data <= 8'd0;
	end	
	else if((bit_cnt == 4'd9) && (clk_cnt == BPS_CNT >> 1'd1) && (uart_rx_d3 == 1'b1))begin		
		uart_rx_done <= 1'b1;									 
		uart_rx_data <= uart_rx_data_reg;	
	end							
	else begin					
		uart_rx_done <= 1'b0;									 
		uart_rx_data <= uart_rx_data;
	end
end
always@(posedge sys_clk or negedge sys_rst_n)begin
	if(!sys_rst_n)begin
		bit_cnt <= 4'd0;
		clk_cnt <= 32'd0;
	end
	else if(rx_en)begin					            			 
		if(clk_cnt < BPS_CNT - 1'b1)begin           			 
			clk_cnt <= clk_cnt + 1'b1;              			 
			bit_cnt <= bit_cnt;                     			 
		end                                         			
		else begin                                  			 
			clk_cnt <= 32'd0;                       			 
			bit_cnt <= bit_cnt + 1'b1;              			 
		end                                         			
	end                                             			
		else begin                                  			 
			bit_cnt <= 4'd0;                        			 
			clk_cnt <= 32'd0;                       			 
		end		
end
always@(posedge sys_clk or negedge sys_rst_n)begin
	if(!sys_rst_n)
		uart_rx_data_reg <= 8'd0;                            	 
	else if(rx_en)                                           	 
		if(clk_cnt == BPS_CNT >> 1'b1) begin                 	 
			case(bit_cnt)			                         	 
				4'd1:uart_rx_data_reg[0] <= uart_rx_d3;        	 
				4'd2:uart_rx_data_reg[1] <= uart_rx_d3;        	 
				4'd3:uart_rx_data_reg[2] <= uart_rx_d3;        	 
				4'd4:uart_rx_data_reg[3] <= uart_rx_d3;        	 
				4'd5:uart_rx_data_reg[4] <= uart_rx_d3;        	 
				4'd6:uart_rx_data_reg[5] <= uart_rx_d3;        	 
				4'd7:uart_rx_data_reg[6] <= uart_rx_d3;        	 
				4'd8:uart_rx_data_reg[7] <= uart_rx_d3;        	 
				default:;                                    	 
			endcase                                          	
		end                                                  	
		else                                                 	 
			uart_rx_data_reg <= uart_rx_data_reg;            
	else
		uart_rx_data_reg <= 8'd0;								 
end	
endmodule 
```
`flow/run.sh`:
```
#!/bin/bash
# OpenROAD 26Q1-2900-gdf79404cd8, Yosys 0.63+post, stock flow scripts
make -C /OpenROAD-flow-scripts/flow DESIGN_CONFIG=/design/flow/config.mk WORK_HOME=/design/flow/orfs finish
```
`flow/config.mk`:
```
export PLATFORM = sky130hd
export DESIGN_NAME = uart_rx_ref
export DESIGN_NICKNAME = uart_rx_ref
export VERILOG_FILES = /design/flow/design.v
export SDC_FILE = /design/flow/constraint.sdc
export NUM_CORES = 4
export LEC_CHECK = 1
export CORE_UTILIZATION = 30
```
`flow/constraint.sdc`:
```
current_design uart_rx_ref

set clk_period 3.0
set clk_io_pct 0.2

create_clock -name clk0 -period $clk_period [get_ports {sys_clk}]

set non_clock_inputs [all_inputs -no_clocks]
set_input_delay [expr $clk_period * $clk_io_pct] -clock clk0 $non_clock_inputs
set_output_delay [expr $clk_period * $clk_io_pct] -clock clk0 [all_outputs]
```
==> results.py <==
# Generated from Yosys and OpenROAD reports
metrics = {
    "logic_synthesis": {
        "ys_seq_share_pct": 57.8,
        "synth_area_mm2": 0.00247,
        "yosys_area_mm2": 0.00247,
        "synth-edff-count": 0,
        "ys_types": 36,
        "synth_warnings": 1,
        "ff_type": "dfrtp_1",
        "ys_cells": 213,
        "async_flop_share_pct": 100,
        "syn_inst": 213,
        "avgSynthCellArea_um2": 11.6,
        "ys.flops": 57,
    },
    "global_routing": {
        "antenna_found_initial": 0,
        "grt_max_degree": 41,
        "first_global_vias": 1514,
        "grt_pass1_wl_mm": 7.27,
        "overflow": 0,
        "grt_use_total_pct": 10.5,
    },
    "finish": {
        "largest_reg_flops": 32,
        "flop_area_mm2": 0.00143,
        "final_cells": 351,
        "layout_top_cell": "dfrtp_1",
        "area_growth_pct": 18.4,
        "num-fill-cells": 774,
        "drive_above_1_share_pct": 11.6,
        "logic_area_mm2": 0.00103,
        "lay_top_cells": "57 x dfrtp_1, 21 x nand2_1, 19 x conb_1",
        "design_area_mm2": 0.00292,
    },
    "setup_path": {
        "critPathLaunchType": "register",
        "crit_type": "reg2reg",
        "path_cells": "nor4_1, nor4b_1, a2111o_2, mux2i_1",
        "slowest_stage": "nor4b_1",
        "worst_setup_path_end_kind": "register",
        "max_stage_delay_ns": 0.66,
        "path_max_fanout": 15,
        "cp.required_ns": 3.26,
        "worstPathArrival_ns": 2.46,
    },
    "floorplanning": {
        "core_util_floorplan_pct": 31.4,
        "die_h_um": 92.7,
        "chipArea_mm2": 0.00859,
        "die_x_um": 92.7,
        "core_area_mm2": 0.00785,
        "rows": 32,
        "ios": 12,
    },
    "job": {
        "tool_warnings": 29,
        "drv_cap": 0,
    },
    "timing": {
        "worstMarginPinSlew_ns": 0.728,
        "fin_worst_skew_ns": 0.00959,
        "finalHoldViolCount": 0,
        "tns_ns": 0,
        "rsz0062_at_grt": "no",
        "finalClockPeriodUsage_pct": 73.6,
        "slew_viol_final": 0,
        "setup_viol": 0,
        "maxSlewHeadroom_pct": 50.8,
        "min_period_ns": 2.21,
        "timing.fmax_mhz": 453,
    },
    "place": {
        "gp_congestion": 0.809,
        "dp.cells": 336,
        "dpl_cell_area_mm2": 0.00273,
        "io_buffers": 11,
        "dp_hpwl_mm": 2.74,
    },
    "detailed_routing": {
        "drc": 0,
        "viasPerCell": 4.60,
        "postRouteAntennaNets": 0,
        "routed_wire_length_per_instance_um": 11.8,
        "vias": 1614,
        "wirelength_mm": 4.14,
        "drtIter0Drc": 50,
        "diodes": 0,
        "first_pass_iters": 4,
    },
    "clock_network": {
        "htreeDepth": 3,
        "clk_path_buf_depth": 2,
        "holdBufCountCts": 0,
        "cts_setup_buffers": 0,
        "root_buffer": "clkbuf_8",
        "cts_made_buffers": 9,
        "cts_tree": "yes",
        "cts.sinks": 57,
        "clkTransAtPathRegs_ns": 0.06,
        "clk_latency_ns": 0.33,
        "post_cts_resized": 0,
    },
    "status": {
        "status": "complete, no violations",
    },
    "power": {
        "power_density_mw_per_mm2": 589,
        "vdd_drop_max_mv": 0.171,
        "leakage_uw": 0.00133,
    },
    "worst_hold_path": {
        "hp-class": "in2async",
    },
}
==> synthesized netlist by cell type (all sizes together) (4+ instances only) <==
cell type	number	area share [%]
and4	5	1.9
nand2	21	3.2
ha	6	3.0
clkbuf	6	0.91
mux2	8	3.7
nand4	15	4.1
xnor2	6	2.1
mux2i	10	4.1
nor2	17	2.6
nand3	6	1.2
or4	4	1.3
xor2	5	1.8
dfrtp	57	58
nor4	8	2.0
inv	7	1.1
nor3	4	0.81
==> per-layer routing <==
layer  vias up  global-route usage [%]  routed length [um]
li1        803                       -                   -
met1       776                    17.5                2200
met2        26                    14.8                1740
met3         9                    1.84                 114
met4         0                    2.18                  95
met5         -                       0                   0
==> critical path: cells and delay by family, from the launching register on <==
family	cells	cell delay (ns)
multiplexers	1	0.21
flip-flops	1	0.37
AND/OR/NAND/NOR	2	1.09
AND-OR/OR-AND	1	0.46
==> report_power, final <==
group          leakage (uW)  internal (uW)  switching, uW
logic              0.000498           65.4           96.6
clock network      0.000102            421            282
registers          0.000732            808           45.9
==> path summary, 6_finish.rpt <==
path,startpoint,to,slack [ns],depth (start not counted)
setup / recovery,clk_cnt[14],bit_cnt[0],0.79,4
hold / removal,sys_rst_n,uart_rx_data_reg[6],0.18,1
setup reg to reg,clk_cnt[14],bit_cnt[0],0.79,4
hold reg to reg,uart_rx_d1,uart_rx_d2,0.35,0
max in group asynchronous,sys_rst_n,clk_cnt[9],1.98,2
min in group clk0,uart_rx_d1,uart_rx_d2,0.35,0
==> final cells by class <==
cell class	instances	area share (%)
Inverter	7	0.900
Multi-Input combinational cell	158	35.3
Sequential cell	57	48.8
Timing Repair Buffer	12	3.86
Tap cell	102	4.37
Clock buffer	12	5.31
Clock inverter	3	1.37
==> stage by stage <==
step	hold slack, ns	util, %	power (uW)	worst slack, ns
CTS	0.192	37.2	1740	0.786
finish	0.180	37.2	1720	0.791
floorplan	0.304	-	976	0.950
detailed placement	0.336	34.7	1030	0.803
global placement	0.337	34.7	1030	0.830
global route	0.202	37.2	1810	0.477
==> logic make-up after synthesis <==
| logic type | count (synthesis) | synth area share, % |
|---|---|---|
| AND/OR/NAND/NOR | 94 | 21.3 |
| flip-flops | 57 | 57.8 |
| multiplexers | 18 | 7.71 |
| buffers and inverters | 16 | 3.09 |
| XOR/XNOR | 11 | 3.90 |
| AND-OR/OR-AND | 10 | 2.99 |
| adder cells (fa/ha/maj) | 6 | 3.04 |
| other | 1 | 0.152 |
No activity file was given, so power comes from the tool's default toggle rates.
