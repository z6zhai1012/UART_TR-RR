===== design/flow/design.v =====
module UART_IF
#(
    parameter   DATA_WIDTH          = 'd8,               
    parameter   BPS                 = 'd115_200,         
    parameter   SYS_CLK_FREQ        = 'd50_000_000,      
    parameter   CMD_PKT_LEN         = 'd16               
)
(
    input                           clk,                 
    output  reg                     uart_clk,            
    input                           rst_n,               
    input   [CMD_PKT_LEN - 1:0]     cmd,                 
    input                           uart_valid,          
    output  reg                     uart_ready,          
    output  reg [DATA_WIDTH - 1:0]  tx_data,             
    output  reg                     tx_en,               
    input                           tx_done,             
    input   [DATA_WIDTH - 1:0]      rx_data,             
    input                           rx_done,             
    output  reg [DATA_WIDTH - 1:0]  read_data,           
    output  reg                     read_valid           
);
    localparam          HALF_CYCLES_PER_BIT     =   SYS_CLK_FREQ / (BPS * 2);
    localparam  [2:0]   IDLE                    =   3'b001;
    localparam  [2:0]   SEND                    =   3'b010;
    localparam  [2:0]   WAIT                    =   3'b100;
    reg                             rx_done_reg;
    reg                             rx_done_posedge;
    always @ (posedge clk or negedge rst_n) begin
        if (!rst_n) begin
            rx_done_reg     <=  0;
            rx_done_posedge <=  0;
        end
        else begin
            rx_done_reg     <=  rx_done;
            if ((rx_done_reg == 0) && (rx_done == 1))
                rx_done_posedge     <=  1;
            else
                rx_done_posedge     <=  0;
        end
    end
    always @ (posedge clk or negedge rst_n) begin
        if (!rst_n) begin
            read_data   <=  0;
            read_valid  <=  0;
        end
        else if (rx_done_posedge) begin
            read_data   <=  rx_data;
            read_valid  <=  1'b1;
        end
        else begin
            read_data   <=  0;
            read_valid  <=  0;
        end
    end
    reg     [2:0]       current_state;
    reg     [31:0]      cycle_counter;
    reg                 send_next;
    reg                 tx_done_reg;
    reg                 tx_done_posedge;
    always @ (posedge clk or negedge rst_n) begin
        if (!rst_n) begin
            tx_done_reg     <=  0;
            tx_done_posedge <=  0;
        end
        else begin
            tx_done_reg     <=  tx_done;
            if ((tx_done_reg == 0) && (tx_done == 1))
                tx_done_posedge     <=  1;
            else
                tx_done_posedge     <=  0;
        end
    end
    always @ (posedge clk or negedge rst_n) begin
        if (!rst_n) begin
            uart_clk        <=  0;
            cycle_counter   <=  32'b0;
        end
        else if (cycle_counter == HALF_CYCLES_PER_BIT - 1) begin
            uart_clk        <=  ~uart_clk;
            cycle_counter   <=  32'b0;
        end
        else begin
            uart_clk        <=  uart_clk;
            cycle_counter   <=  cycle_counter + 1'b1;
        end
    end
    always @ (posedge clk or negedge rst_n) begin
        if (!rst_n) begin
            current_state   <=  0;
            send_next       <=  0;
        end
        else begin
            case (current_state)
                IDLE:
                    begin
                        send_next   <=  0;
                        if (uart_valid == 1)
                            current_state   <=  SEND;
                        else
                            current_state   <=  IDLE;
                    end
                SEND:
                    begin
                        if (send_next == 1)
                            send_next   <=  0;
                        else
                            send_next   <=  cmd[CMD_PKT_LEN-1];
                        current_state   <= WAIT;
                    end
                WAIT:
                    begin
                        if (send_next == 1 && tx_done_posedge == 1)
                            current_state   <=  SEND;
                        else if (send_next == 0 && tx_done_posedge == 1)
                            current_state   <=  IDLE;
                        else
                            current_state   <=  WAIT;
                    end
                default:
                    begin
                        current_state   <=  IDLE;
                        send_next       <=  0;
                    end
            endcase
        end
    end
    always @ (posedge uart_clk or negedge rst_n) begin
        if (!rst_n)
            tx_en   <=  0;
        else if (tx_en == 1)
            tx_en   <=  0;
        else
            tx_en   <=  0;
    end
    always @ (*) begin
        case (current_state)
            IDLE:
                begin
                    uart_ready  <=  1;
                    tx_en       <=  0;
                    tx_data     <=  8'b0;
                end
            SEND:
                begin
                    uart_ready  <=  0;
                    tx_en       <=  1;
                    if (send_next == 1) begin
                        tx_data <=  cmd[DATA_WIDTH-1:0];
                    end
                    else begin
                        tx_data <=  cmd[CMD_PKT_LEN-1:DATA_WIDTH];
                    end
                end
            WAIT:
                begin
                    uart_ready  <=  0;
                end
            default:
                begin
                    uart_ready  <=  1;
                    tx_en       <=  0;
                    tx_data     <=  8'b0;
                end
        endcase
    end
endmodule
module UART_RX
#(
    parameter   DATA_WIDTH          = 'd8            
)
(
    input                           uart_clk,        
    input                           rst_n,           
    input                           rx_in,           
    output  reg [DATA_WIDTH-1:0]    rx_out,          
    output  reg                     rx_done          
);
    localparam  [1:0]   IDLE        =   2'b01;
    localparam  [1:0]   RECEIVE     =   2'b10;
    reg     [1:0]       current_state;
    reg     [3:0]       bit_counter;
    always @ (posedge uart_clk or negedge rst_n) begin
        if (!rst_n)
            current_state   <=  IDLE;
        else begin
            case (current_state)
                IDLE:
                    begin
                        if (rx_in == 0)
                            current_state   <=  RECEIVE;
                        else
                            current_state   <= IDLE;
                    end
                RECEIVE:
                    begin
                        if (bit_counter < DATA_WIDTH + 2)
                            current_state   <=  RECEIVE;
                        else
                            current_state   <=  IDLE;
                    end
                default:    current_state   <=  IDLE;
            endcase
        end
    end
    always @ (posedge uart_clk or negedge rst_n) begin
        if (!rst_n)
            bit_counter     <=  4'b0;
        else if (bit_counter == 10)
            bit_counter     <=  4'b0;
        else begin
            if (current_state == RECEIVE)
                bit_counter <=  bit_counter + 1'b1;
            else
                bit_counter <=  bit_counter;
        end
    end
    always @ (*) begin
        case (current_state)
            IDLE:
                begin
                    rx_out  <=  0;
                    rx_done <=  0;
                end
            RECEIVE:
                begin
                    if (bit_counter == DATA_WIDTH-1) begin
                        rx_done             <=  1;
                        rx_out[bit_counter] <=  rx_in;
                    end
                    else if (bit_counter < DATA_WIDTH) begin
                        rx_out[bit_counter] <=  rx_in;
                        rx_done             <=  0;
                    end
                    else begin
                        rx_out              <=  0;
                        rx_done             <=  0;
                    end
                end
            default:
                begin
                    rx_out              <=  0;
                    rx_done             <=  0;
                end
        endcase
    end
endmodule
module UART_TOP
#(
    parameter   DATA_WIDTH          = 'd8,               
    parameter   BPS                 = 'd115_200,         
    parameter   SYS_CLK_FREQ        = 'd50_000_000,      
    parameter   CMD_PKT_LEN         = 'd16               
)
(
    input                           clk,             
    input                           rst_n,           
    input   [CMD_PKT_LEN-1:0]       cmd,             
    input                           uart_valid,      
    output                          uart_ready,      
    output  [DATA_WIDTH-1:0]        read_data,       
    output                          read_valid,      
    output                          tx,              
    input                           rx               
);
    wire                            uart_clk;
    wire    [DATA_WIDTH-1:0]        tx_data;
    wire                            tx_en;
    wire                            tx_done;
    wire    [DATA_WIDTH-1:0]        rx_data;
    wire                            rx_done;
    UART_IF 
    #(
        .DATA_WIDTH(DATA_WIDTH),
        .BPS(BPS),
        .SYS_CLK_FREQ(SYS_CLK_FREQ),
        .CMD_PKT_LEN(CMD_PKT_LEN)
    )   UART_IF_inst(
        .clk(clk),
        .uart_clk(uart_clk),
        .rst_n(rst_n),
        .cmd(cmd),
        .uart_valid(uart_valid),
        .uart_ready(uart_ready),
        .tx_data(tx_data),
        .tx_en(tx_en),
        .tx_done(tx_done),
        .rx_data(rx_data),
        .rx_done(rx_done),
        .read_data(read_data),
        .read_valid(read_valid)
    );
    UART_TX
    #(
        .DATA_WIDTH(DATA_WIDTH)
    )   UART_TX_inst(
        .uart_clk(uart_clk),
        .rst_n(rst_n),
        .tx_en(tx_en),
        .tx_in(tx_data),
        .tx_out(tx),
        .tx_done(tx_done)
    );
    UART_RX
    #(
        .DATA_WIDTH(DATA_WIDTH)
    )   UART_RX_inst(
        .uart_clk(uart_clk),
        .rst_n(rst_n),
        .rx_in(rx),
        .rx_out(rx_data),
        .rx_done(rx_done)
    );
endmodule
module UART_TX
#(
    parameter   DATA_WIDTH          = 'd8                
)
(
    input                           uart_clk,            
    input                           rst_n,               
    input                           tx_en,               
    input   [DATA_WIDTH-1:0]        tx_in,               
    output  reg                     tx_out,              
    output  reg                     tx_done              
);
    localparam  [1:0]   IDLE            =   2'b01;
    localparam  [1:0]   SEND            =   2'b10;
    reg     [DATA_WIDTH-1:0]        tx_in_reg;
    reg     [1:0]                   current_state;
    reg     [3:0]                   bit_counter;
    reg                             parity_bit;
    always @ (posedge uart_clk or negedge rst_n) begin
        if (!rst_n)
            tx_in_reg   <=  0;
        else if (tx_en)
            tx_in_reg   <=  tx_in;
        else
            tx_in_reg   <=  tx_in_reg;
    end
    always @ (posedge uart_clk or negedge rst_n) begin
        if (!rst_n)
            current_state   <=  IDLE;
        else begin
            case (current_state)
                IDLE:
                    begin
                        if (tx_en == 1)
                            current_state   <=  SEND;
                        else
                            current_state   <=  IDLE;
                    end
                SEND:
                    begin
                        if ((bit_counter < 10) || (tx_en == 1))
                            current_state   <=  SEND;
                        else
                            current_state   <=  IDLE;
                    end
                default:    current_state   <=  IDLE;
            endcase
        end
    end
    always @ (posedge uart_clk or negedge rst_n) begin
        if (!rst_n)
            bit_counter     <=  4'b0;
        else if (bit_counter == 10)
            bit_counter     <=  4'b0;
        else begin
            if (current_state == SEND)
                bit_counter <=  bit_counter + 1'b1;
            else
                bit_counter <=  bit_counter;
        end
    end
    always @ (posedge uart_clk or negedge rst_n) begin
        if (!rst_n)
            parity_bit  <=  0;
        else
            parity_bit  <=  ~^tx_in_reg;
    end
    always @ (*) begin
        case (current_state)
            IDLE:
                begin
                    tx_out  <=  1'b1;
                    tx_done <=  1'b0;
                end
            SEND:
                begin
                    if (bit_counter == 0) begin
                        tx_out  <=  1'b0;
                        tx_done <=  1'b0;
                    end
                    else if (bit_counter == 10) begin
                        tx_out  <=  1'b1;
                        tx_done <=  1'b1;
                    end
                    else if (bit_counter == 9) begin
                        tx_out  <=  parity_bit;
                        tx_done <=  1'b0;
                    end
                    else begin
                        tx_out  <=  tx_in_reg[bit_counter-1];
                        tx_done <=  1'b0;
                    end
                end
            default:
                begin
                    tx_out  <=  1'b1;
                    tx_done <=  1'b0;
                end
        endcase
    end
endmodule

===== design/flow/run.sh =====
#!/bin/bash
# OpenROAD 26Q1-2900-gdf79404cd8, Yosys 0.63+post, stock flow scripts
make -C /OpenROAD-flow-scripts/flow DESIGN_CONFIG=/design/flow/config.mk WORK_HOME=/design/flow/orfs finish

===== design/flow/config.mk =====
export PLATFORM = sky130hd
export DESIGN_NAME = UART_TOP
export DESIGN_NICKNAME = UART_TOP
export VERILOG_FILES = /design/flow/design.v
export SDC_FILE = /design/flow/constraint.sdc
export NUM_CORES = 4
export LEC_CHECK = 1
export CORE_UTILIZATION = 50

===== design/flow/constraint.sdc =====
current_design UART_TOP

set clk_period 7.2
set clk_io_pct 0.2

create_clock -name clk0 -period $clk_period [get_ports {clk}]

set non_clock_inputs [all_inputs -no_clocks]
set_input_delay [expr $clk_period * $clk_io_pct] -clock clk0 $non_clock_inputs
set_output_delay [expr $clk_period * $clk_io_pct] -clock clk0 [all_outputs]

==> metrics.csv <==
metric,value,unit
setup-tns-final,0,ns
drt_first_iter_violations,44,
netlist_top_cells_count,"sky130_fd_sc_hd__dfrtp_1 (61), sky130_fd_sc_hd__nand2_1 (26), sky130_fd_sc_hd__nor2_1 (20)",
finish.utilization,0.588,
detail_route.vias_per_cell,5.09,
worst_hold_path_type,flop to flop,
share_of_synthesized_registers_carrying_an_async_set_or_reset,0.887,
final_layout_size_suffix_gt1_frac,0.0692,
placeableCoreArea,5610,um^2
overflow_after_grt,0,
grt_usage,0.176,
drt_drc_violations_left,0,
synth-main-ff-cell,sky130_fd_sc_hd__dfrtp_1,
yosysWarningCount,5,
fin_total_pwr,0.000531,W
gp_congestion,0.773,
unconstrained_endpoints,22,
yosys-top-cells-area,"sky130_fd_sc_hd__dfrtp_1 (52%), sky130_fd_sc_hd__xnor2_1 (5.6%), sky130_fd_sc_hd__xor2_1 (4.7%)",
finalMaxSlewViolations,0,
yosys.stat.chipArea,2960,um^2
cts_buffers,5,
unclocked_pins,20,
relSlewSlack,0.583,
worstMarginPinSlew,0.625,ns
worstHoldPathCells,1,
largest_reg_flops,32,
synth.distinct_cells,42,
r2r_slack,5.30,ns
max_flop_register,UART_IF_inst.cycle_counter,
power_per_cell_area,161,nW/um^2
leakagePower,1.53,nW
critical_path.reg2reg.endpoint,UART_IF_inst.cycle_counter[30]$_DFF_PN0_,
syn-cell-area,2960,um^2
detailedRoute.firstPassIterationCount,4,
postCtsSetupBuffers,0,
regArea,1700,um^2
cts_root_buffer,sky130_fd_sc_hd__clkbuf_8,
worst_ir_drop_vdd,0.000105,V
largest_area_contributor_in_the_synthesized_netlist,sky130_fd_sc_hd__dfrtp_1,
wire_length_of_the_first_global_routing_pass,8510,um
route.antenna.diode_count,0,
buffer_ports.inserted,15,
grt_pass1_vias,1795,
most_common_cell,sky130_fd_sc_hd__dfrtp_1,
setup_repair_after_global_routing_missed_its_margin,false,
io_pins,31,
row_count,27,
stdcell_area,3300,um^2
fin_clk_skew,0.0106,ns
antenna_found_initial,0,
finalHoldViolations,0,
clock_path_buffers,2,
finalWorstSetupSlack,4.45,ns
clk_pin_slew_worst_paths,0.08,ns
timing.max_cap.violations,0,
final.min_clock_period,2.75,ns
detail_route.wirelength,4720,um
fp_util,0.527,
synthCells,273,
number_of_warnings_the_tools_reported,41,
cp_data_arrival_time,1.31,ns
signed_area_change_from_the_synthesized_netlist_to_the_final_layout,11.5,%
dp_worst_setup_slack,4.77,ns
worst_skew_pair.late_latency,0.30,ns
timing.fmax,364,MHz
status,"complete, no violations",
cp_data_required_time,5.76,ns
tritoncts,yes,
mi_logic_area,1180,um^2
post_cts_hold_buffer_count,0,
final.fill_count,471,
setup.worst_path.start_class,flop,
crit-reg2reg-launch,UART_IF_inst.cycle_counter[0]$_DFF_PN0_,
post-route-period-util,0.382,
floorplan.die.width,78.9,um
detailed_place_hpwl,3220,um
critical_path.endpoint_type,output port,
finalSetupViolCount,0,
post_cts.resized_instances,0,
drt.antenna.violating_nets,0,
vias,1839,
min_to,UART_IF_inst.tx_done_posedge$_DFF_PN0_,
synth_area_per_cell,10.8,um^2
synth_top_area_share,0.516,
edf_count,0,
worst_hold_startpoint,UART_IF_inst.tx_done_reg$_DFF_PN0_,
placement.cell_area,3160,um^2
ys_cells,273,
category_of_the_critical_setup_timing_path,flop to output port,
h-tree-depth,2,
die-area,6220,um^2
cp_max_fo,6,
largest_net_degree_at_the_start_of_global_routing,51,
registers_with_the_most_flip_flops,"UART_IF_inst.cycle_counter x32, UART_IF_inst.read_data x8, UART_RX_inst.rx_out x8",
chipHeight,78.9,um
numSynthFlops,71,
drt-wirelength-per-cell,13.1,um
worst_r2r_path_depth,5,
power breakdown:
part	internal [W]	switching (W)	total (W)
Sequential	0.000288	0.00000139	0.000290
Clock	0.000139	0.0000916	0.000230
Combinational	0.00000281	0.00000785	0.0000107
Total	0.000430	0.000101	0.000531
cell usage in the layout, fill, tap and decap left out, drive strengths merged:
| master | count |
|---|---|
| dfrtp | 61 |
| nand2 | 26 |
| nor2 | 20 |
| xnor2 | 19 |
| xor2 | 16 |
| clkdlybuf4s50 | 14 |
| nand3 | 13 |
| and2 | 13 |
| nand4 | 11 |
| inv | 10 |
| o21ai | 9 |
| dlxtn | 8 |
| nor4 | 8 |
| nor3 | 8 |
| and3 | 7 |
| clkbuf | 6 |
| and4 | 4 |
| nor2b | 3 |
| a21oi | 3 |
| a31oi | 3 |
| buf | 3 |
| dfstp | 2 |
| conb | 2 |
| o22ai | 2 |
| nand2b | 2 |
| mux2i | 2 |
| ha | 2 |
| bufinv | 2 |
| or3 | 1 |
| nor3b | 1 |
| nor4b | 1 |
| or4 | 1 |
| a21o | 1 |
| a32o | 1 |
| o21a | 1 |
| a21boi | 1 |
| o2bb2ai | 1 |
| a22o | 1 |
logic make-up after synthesis:
kind of cell	synth area share
latches	0.0406
DFF	0.534
adders and majority gates	0.00846
muxes	0.00677
and+or+nand+nor	0.229
buffers and inverters	0.0271
AOI/OAI and AO/OA	0.0478
other	0.00254
xor gates and xnor gates	0.104
final cells by class:
| cell class | count | area share |
|---|---|---|
| clock buffer | 6 | 0.0220 |
| tap | 72 | 0.0273 |
| clock inverter | 2 | 0.0182 |
| inverter | 10 | 0.0114 |
| sequential | 71 | 0.515 |
| timing repair buffer | 17 | 0.0486 |
| multi-input combinational | 183 | 0.357 |
worst max-delay path by stage:
| stage | startpoint | end | slack (ns) | depth (start not counted) |
|---|---|---|---|---|
| CTS | UART_IF_inst.current_state[1]$_DFF_PN0_ | uart_ready | 4.43 | 2 |
| global route | UART_IF_inst.current_state[1]$_DFF_PN0_ | uart_ready | 4.34 | 2 |
| finish | UART_IF_inst.current_state[1]$_DFF_PN0_ | uart_ready | 4.45 | 2 |
worst max-delay path, stage by stage, from the launching register on:
cell,delay [ns]
sky130_fd_sc_hd__dfrtp_1,0.44
sky130_fd_sc_hd__nor2_1,0.12
sky130_fd_sc_hd__clkdlybuf4s50_1,0.46
routing by layer:
| layer | share of wire | up-vias | GRT usage |
|---|---|---|---|
| met4 | 0.013 | 0 | 0.0182 |
| met5 | 0 | - | 0 |
| met1 | 0.53 | 867 | 0.299 |
| li1 | - | 956 | - |
| met2 | 0.44 | 11 | 0.268 |
| met3 | 0.019 | 5 | 0.0233 |
stage by stage:
stage | hold WS (ns) | std cells
after floorplan | 0.385 | 273
after global placement | 0.389 | 353
after detailed placement | 0.396 | 353
after CTS | 0.409 | 361
after global routing | 0.425 | 361
final | 0.404 | 361
Power and IR drop assume default switching activity.
