==> ./design.v <==
module UART_TR
#(
    parameter   width           = 'd8,               
    parameter   BPS             = 'd9_600,           
    parameter   SYS_CLK_FREQ    = 'd50_000_000       
)
(
    input                   sys_clk,
    input                   sys_reset_n,
    input                   uart_tx_en,
    input   [width-1:0]     uart_tx_data,
    output  reg             uart_tx_out,
    output  reg             uart_tx_done
);
    localparam      CPB     = SYS_CLK_FREQ / BPS;    
    localparam      BPF     = 10;                    
    reg                     tx_state;                
    reg     [width-1:0]     uart_tx_data_reg;        
    reg     [3:0]           bits_counter;            
    reg     [31:0]          cycle_counter;           
    always @ (posedge sys_clk or negedge sys_reset_n) begin
        if (!sys_reset_n)
            uart_tx_data_reg <= 0;
        else if (uart_tx_en)
            uart_tx_data_reg <= uart_tx_data;
        else
            uart_tx_data_reg <= uart_tx_data_reg; 
    end
    always @ (posedge sys_clk or negedge sys_reset_n) begin
        if (!sys_reset_n)
            tx_state <= 1'b0;
        else if (uart_tx_en)
            tx_state <= 1'b1;
        else if ((bits_counter == BPF - 1) && (cycle_counter == CPB - 1))
            tx_state <= 1'b0;
        else
            tx_state <= tx_state;
    end
    always @ (posedge sys_clk or negedge sys_reset_n) begin
        if (!sys_reset_n) begin
            bits_counter    <= 0;
            cycle_counter   <= 0;
        end
        else if (tx_state) begin
            if (cycle_counter < CPB - 1) begin
                cycle_counter <= cycle_counter + 1;
                bits_counter  <= bits_counter;
            end
            else begin
                cycle_counter <= 0;
                bits_counter  <= bits_counter + 1;
            end
        end
        else begin
            cycle_counter <= 0;
            bits_counter  <= 0;
        end
    end
    always @ (posedge sys_clk or negedge sys_reset_n) begin
        if (!sys_reset_n)
            uart_tx_done <= 1'b0;
        else if ((bits_counter == BPF - 1) && (cycle_counter == CPB - 1))
            uart_tx_done <= 1'b1;
        else
            uart_tx_done <= 1'b0;
    end
    always @ (posedge sys_clk or negedge sys_reset_n) begin
        if (!sys_reset_n)
            uart_tx_out <= 1'b1;                     
        else if (tx_state) begin
            case (bits_counter)
                4'd0:       uart_tx_out <= 1'b0;
                4'd1:       uart_tx_out <= uart_tx_data_reg[0];
                4'd2:       uart_tx_out <= uart_tx_data_reg[1];
                4'd3:       uart_tx_out <= uart_tx_data_reg[2];
                4'd4:       uart_tx_out <= uart_tx_data_reg[3];
                4'd5:       uart_tx_out <= uart_tx_data_reg[4];
                4'd6:       uart_tx_out <= uart_tx_data_reg[5];
                4'd7:       uart_tx_out <= uart_tx_data_reg[6];
                4'd8:       uart_tx_out <= uart_tx_data_reg[7];
                4'd9:       uart_tx_out <= 1'b1;
                default:    uart_tx_out <= 1'b1;
            endcase
        end
        else
            uart_tx_out <= 1'b1;
    end
endmodule
==> ./run.sh <==
#!/bin/bash
# OpenROAD 26Q1-2900-gdf79404cd8, Yosys 0.63+post, stock flow scripts
make -C /OpenROAD-flow-scripts/flow DESIGN_CONFIG=/design/flow/config.mk WORK_HOME=/design/flow/orfs finish
==> ./config.mk <==
export PLATFORM = sky130hd
export DESIGN_NAME = UART_TR
export DESIGN_NICKNAME = UART_TR
export VERILOG_FILES = /design/flow/design.v
export SDC_FILE = /design/flow/constraint.sdc
export NUM_CORES = 4
export LEC_CHECK = 1
export CORE_UTILIZATION = 30
==> ./constraint.sdc <==
current_design UART_TR

set clk_period 2.7
set clk_io_pct 0.2

create_clock -name clk0 -period $clk_period [get_ports {sys_clk}]

set non_clock_inputs [all_inputs -no_clocks]
set_input_delay [expr $clk_period * $clk_io_pct] -clock clk0 $non_clock_inputs
set_output_delay [expr $clk_period * $clk_io_pct] -clock clk0 [all_outputs]
==> out/results.txt <==
Cell count after synthesis -> 177
Path class of the lowest-slack min-delay path -> in -> async
Kind of capture point of the worst setup path -> output port
Data required time of the worst path -> 2.16 ns
Post-route antenna net violation count -> 0
Sum of routed wire length over all layers -> 3290 um
Number of maximum-capacitance violations -> 0
Maximum operating frequency -> 555.6 MHz
R2R Setup Slk -> 0.94 ns
CTS tree -> built
Post-CTS Hold Fix Bufs -> 0
CP startpoint kind -> register
Mapped cell area -> 2072 um2
Post-synth tally of flip-flops with integrated enable -> 0
Register-to-Register Path Depth -> 5
Warnings, synthesis -> 1
Bufs and invs on worst path -> 1
Type of the worst setup path -> reg -> out
Antenna diode count -> 0
Number of global-route vias before repair -> 1240
Global Route met2 Usage -> 14.96%
Sum Neg Setup Slack -> 0 ns
Layer carrying the most global-route usage -> met1
Worst-Margin Slew -> 0.5808 ns
RSZ-0062 raised after global routing -> no
Data arrival time of the critical path -> 1.26 ns
# Post-CTS Setup Buffers -> 0
Floorplan-stage core utilization -> 31.90%
Final setup viols -> 0
Net Sw Power -> 0.2747 mW
Number of buffers inserted during clock tree synthesis -> 5
Tool warnings -> 28
Total power -> 1.222 mW
Cell chosen for the clock root -> clkbuf_8
Clock Latency Late Sink -> 0.30 ns
Pwr dens -> 508.6 nW/um2
Die boundary height -> 85.11 um
Sequential Power Share -> 61.6%
DR pass1 iterations -> 4
Leakage power of the design -> 0.9888 nW
DR vias -> 1313
Detailed Place HPWL -> 2283 um
Via density per instance -> 4.591
Port buffer count -> 12
Top-area cell type share of the netlist area -> 55.56%
Post-layout period usage of the worst path -> 66.66%
Pin count of the biggest net entering global routing -> 48
Final critical delay including setup and external delays -> 1.800 ns
Routability Congestion -> 0.7985
Std-Cell Rows -> 29
Routed wire per std cell -> 11.50 um
Area overhead of the layout relative to synthesis -> 15.94%
Fraction of final layout cells sized beyond drive strength 1 -> 13.88%
Switching Fraction -> 22.48%
Finished Layout Cells -> 286
Dominant register cell -> dfrtp_1
Beginning of the critical path -> uart_tx_out$_DFF_PN1_
Number of flip-flops under the largest register name -> 32
Global-route congestion overflow total -> 0
CP max stage cell -> dfstp_2
Gate family responsible for the most delay along the worst path -> flip-flops
GR Util met3 -> 1.777%
Combinational power share -> 5.2%
FF-to-FF End -> bits_counter[2]$_DFFE_PN0P_
Path length in cells of the critical path -> 1
Clk pin slew, worst setup/hold paths -> 0.08 ns
Internal power -> 0.9470 mW
Final worst clock skew -> 0.005387 ns
Cell variety after synth -> 41
Library cell occupying the most area in the post-synthesis netlist -> dfrtp_1
Chip Footprint -> 7243 um2
Met1 usage -> 15.17%
Die width -> 85.11 um
Hold Violations, Final -> 0
Overall track demand over capacity in global routing -> 9.825%
Floorplan core area -> 6495 um2
Max-slew violation total from the final report -> 0
Sequential-to-total area share from yosys stat -> 56.82%
Top cells by area -> dfrtp_1 (56%), mux2_2 (4.3%), ha_1 (3.0%)
Largest stage delay, worst path -> 0.52 ns
Async S/R FF share, synth -> 100.0%
Fill count -> 609
Clock share of power -> 33.2%
Remaining max-slew budget at the tightest pin -> 61.28%
Resized cells post-CTS -> 0
Deepest clock path buffer count -> 2
Antenna violations before repair -> 0
Highest net fanout along the worst path -> 1
Syn Area/Cell -> 11.71 um2
CP endpoint -> uart_tx_out
Registers, synthesis -> 47
Maximum VDD drop -> 149.5 uV
Yosys stat area -> 2072 um2
Ports -> 13
Clock sink count -> 47
First-pass GRT wire length -> 5685 um
Status -> complete, no violations
Starting DRC count in detailed routing -> 24
Reg-to-Reg Start -> cycle_counter[0]$_DFF_PN0_
Cell count listed in synth_stat.txt -> 177
Total DRC errors in the routed layout -> 0
Sequence of cells on the critical path -> clkdlybuf4s50_1
Placed cells -> 278
Maximum level of the CTS H-tree -> 2
==> power groups by stage <==
stage / logic (mW) / clock network (mW) / registers [mW]
6_report: 0.0641 / 0.406 / 0.752
5_1_grt: 0.0746 / 0.443 / 0.756
4_1_cts: 0.0665 / 0.426 / 0.752
==> cells in the mapped netlist (all sizes together) (2+ instances only) <==
cell and n:
a31oi 2, clkbuf 4, xor2 5, nand4 6
a22oi 2, nor2 14, and4 4, nand2 15
nand3 6, mux2i 2, a21oi 5, xnor2 6
ha 5, nor3 9, buf 4, mux2 8
o211ai 2, or4 3, inv 5, nor4 8
and3 3, dfrtp 46, o21ai 3
==> metal layers <==
layer  share of wire, %  up-vias
li1                   -      672
met1                 51      612
met2                 43       23
met3                3.8        6
met4                2.2        0
met5                  0        -
==> placed cells by master, fill, tap and decap left out, types with 5 or more instances in the layout <==
| master | netlist | routed |
|---|---|---|
| nor2_1 | 14 | 14 |
| xor2_1 | 5 | 5 |
| conb_1 | 1 | 19 |
| dfrtp_1 | 46 | 46 |
| nand2_1 | 15 | 15 |
| nand4_1 | 6 | 6 |
| xnor2_1 | 6 | 6 |
| clkbuf_8 | 0 | 5 |
| a21oi_1 | 5 | 5 |
| nand3_1 | 6 | 6 |
| inv_1 | 5 | 5 |
| ha_1 | 5 | 5 |
| nor3_1 | 7 | 7 |
| clkdlybuf4s50_1 | 0 | 11 |
| mux2_2 | 8 | 8 |
==> through the flow <==
stage | cell area (um2) | util, % | setup slack [ns] | hold slack [ns]
after CTS | 2402 | 36.99 | 0.8820 | 0.3446
after global placement | 2317 | 35.68 | 0.9442 | 0.4437
final | 2402 | 36.99 | 0.9002 | 0.3123
after floorplan | 2140 | - | 1.025 | 0.2444
after detailed placement | 2317 | 35.68 | 0.9295 | 0.4521
after global routing | 2402 | 36.99 | 0.7811 | 0.3774
==> worst min path at each step <==
stage	from	end	slack (ns)	cells past startpoint
final	sys_reset_n	cycle_counter[23]$_DFF_PN0_	0.31	2
after global routing	sys_reset_n	cycle_counter[23]$_DFF_PN0_	0.38	2
after CTS	sys_reset_n	bits_counter[2]$_DFFE_PN0P_	0.34	2
==> layout make-up <==
class / instances / area (um2) / share of cell area (%)
Clock inverter: 2 / 12.51 / 0.5208
Sequential cell: 47 / 1177 / 49.01
Inverter: 5 / 18.77 / 0.7813
Tap cell: 77 / 96.34 / 4.010
Clock buffer: 6 / 72.57 / 3.021
Multi-Input combinational cell: 135 / 894.6 / 37.24
Timing Repair Buffer: 14 / 130.1 / 5.417
==> cells by family after synthesis <==
family | synth area share (%)
compound gates | 7.488
flops | 56.82
xor+xnor | 4.650
simple gates | 19.26
other cells | 0.1810
mux | 5.314
buf+inv | 3.261
fa+ha+maj | 3.019
Power figures rest on the tool's default switching activity, not on a simulated workload.
